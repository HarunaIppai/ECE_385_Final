`flow/run.sh`:
```
#!/bin/bash
# OpenROAD 26Q1-2900-gdf79404cd8, Yosys 0.63+post, stock flow scripts
make -C /OpenROAD-flow-scripts/flow DESIGN_CONFIG=/design/flow/config.mk WORK_HOME=/design/flow/orfs finish
```
`flow/config.mk`:
```
export PLATFORM = sky130hd
export DESIGN_NAME = audioController
export DESIGN_NICKNAME = audioController
export VERILOG_FILES = /design/flow/design.v
export SDC_FILE = /design/flow/constraint.sdc
export NUM_CORES = 4
export LEC_CHECK = 1
export CORE_AREA = 10 10 70 70
export DIE_AREA = 0 0 80 80
```
`flow/constraint.sdc`:
```
current_design audioController

set clk_period 1.4
set clk_io_pct 0.2

create_clock -name clk0 -period $clk_period [get_ports {LRClk}]
create_clock -name clk1 -period $clk_period [get_ports {sampleClk}]

set non_clock_inputs [all_inputs -no_clocks]
set_input_delay [expr $clk_period * $clk_io_pct] -clock clk0 $non_clock_inputs
set_output_delay [expr $clk_period * $clk_io_pct] -clock clk0 [all_outputs]
```
`flow/design.v`:
```
module audioController(
	input  logic 			sampleClk,
	input  logic 			Reset,
	input  logic 			LRClk,
	input  logic			AudioEn,
	input  logic [23:0]	DataIn,
	output logic [1:0]	testLED,
	output logic			Read,
	output logic 			DataOut
);
logic [4:0] round_curr;
logic [4:0] round_next;
logic 		add_en;
logic			left_en;
logic			right_en;
logic			left_load;
logic			right_load;
logic			left_data;
logic			right_data;
logic			release_data;
logic			reset_round;
Reg_24 	la(.Clk(sampleCLK), .Reset, .Shift_In(0), .Load(left_load), .Shift_En(left_en), .D(DataIn), .Shift_Out(left_data), .Data_Out());
Reg_24 	ra(.Clk(sampleCLK), .Reset, .Shift_In(0), .Load(right_load), .Shift_En(right_en), .D(DataIn), .Shift_Out(right_data), .Data_Out());
	assign testLED = State;
	enum logic [1:0] {
			Stop,
			Wait,  
			audioLeft,
			audioRight
		} State, Next_state;
	always_ff @ (posedge sampleClk) begin
		if (Reset)
			begin
				State <= Stop;
				round_curr <= 5'b00000;
			end
		else
			begin
				if (reset_round)
					round_curr <= 5'b00000;
				else
					round_curr <= round_curr + 1;
				State <= Next_state;
			end
	end
	always_ff @ (negedge LRClk) begin  
		release_data <= 0;
		if (State == Wait)
			release_data <= 1;
	end
	always_comb begin
	Next_state = State;
	add_en = 0;
	left_en = 0;
	right_en = 0;
	reset_round = 0;
	left_load = LRClk;
	right_load = !LRClk;
	DataOut = 0;
	Read = 0;
	unique case (State)
		Stop:
			if (AudioEn)
				Next_state = Wait;
			else
				Next_state = Stop;
		Wait:
			if (release_data == 1) begin
				Next_state = audioLeft;
				reset_round = 1;
			end
		audioLeft:
			if (LRClk) begin
				Next_state = audioRight;
				reset_round = 1;
			end
			else begin
				Next_state = audioLeft;
			end
		audioRight:
			if (!LRClk) begin
				Next_state = audioLeft;
				reset_round = 1;
			end
			else begin
				Next_state = audioRight;
			end
		default: ;
	endcase
	unique case (State)
		Stop:;
		Wait:
			;
		audioLeft: begin
			if (round_curr > 5'b00000 && round_curr <= 5'b11000) begin
				Read = 0;
				left_en = 1;
				DataOut = left_data;
			end
			else if (round_curr > 5'b11000) begin
				Read = 1;
				left_load = 1;
			end
		end
		audioRight: begin
			if (round_curr > 5'b00000 && round_curr <= 5'b11000) begin
				Read = 0;
				right_en = 1;
				DataOut = right_data;
			end
			else if (round_curr > 5'b11000) begin
				Read = 1;
				right_load = 1;
			end
		end
	endcase
	end
endmodule
module Reg_24 (input  logic Clk, Reset, Shift_In, Load, Shift_En,
              input  logic [23:0]  D,
              output logic Shift_Out,
              output logic [23:0]  Data_Out);
    always_ff @ (posedge Clk)
    begin
	 	 if (Reset)  
			  Data_Out <= 24'h0;
		 else if (Load)
			  Data_Out <= D;
		 else if (Shift_En)
			  Data_Out <= { Data_Out[22:0], Shift_In }; 
    end
    assign Shift_Out = Data_Out[23];
endmodule
```
==> run summary <==
The full implementation flow was run.

The post-synthesis cell count from yosys stands at 39. According to the floorplan report, the total die area is 0.00640 mm². The total number of placement rows stands at 21.

The final reports fail on negative setup slack. TritonCTS built the clock tree. The commonest register cell is sky130_fd_sc_hd__dfxtp_1. The largest fanout on the critical path stands at 3. In the floorplan report the effective utilization is 10.1%. The worst clock skew on the final layout stands at 4.72 ps. The number of antenna cells inserted stands at 0. The async set-reset flop share out of synthesis stands at 0%. The number of hold violations in the final report stands at 0. The area of the synthesized netlist per yosys stat stands at 347 µm². The startpoint identified for the worst hold timing path is round_curr[0]. The leakage component of the power was reported as 0.000298 µW. After synthesis, flip-flops and latches occupy 46.2% of the total area.

The number of instances in the synthesized netlist stands at 39. The max-cap violation count stands at 0. The number of hold buffers added after CTS stands at 0. The simple logic cell fraction of the synthesized area stands at 18.1%.

Per the summary, power density relative to cell area is 1660 mW/mm². The number of warnings issued by yosys stands at 6. The final max-slew violation count stands at 0. Per the layout area report, the register area comes to 166 µm². The final routed DRC violation total stands at 0. The overall fraction of global-route tracks in use stands at 3.83%. After filler insertion, the fill cell instance count of the layout stands at 390.

The detailed router's first-iteration violation count stands at 16. After Yosys synthesis, XOR and XNOR cells account for 10.1% of the synthesized area. At the end of routability-driven placement, the weighted congestion stood at 0.717. The number of warnings in the stage logs stands at 62. Summed over all layers, the global routing overflow is 0. The area share of the largest cell type after synthesis stands at 46.2%.

The detailed-route via count stands at 369. The area share of and-or/or-and cells after synthesis stands at 9.75%. The mux contribution to synthesized area stands at 0%. The total detailed-routing wirelength stands at 1070 µm. The routed design shows a via density per instance of 3.27.

The final worst-path setup slack stands at -520 ps. The area of the mapped netlist stands at 347 µm². Excluding fillers, the count of instances in the completed layout stands at 113. Per the detail_route report, routed wire per instance is 9.47 µm. The detailed-router iteration count before antenna repair stands at 4. The wire length of the first global-routing pass stands at 1850 µm. In the setup report, the worst path falls into the class flop to flop. The commonest cells after synthesis are 8 x sky130_fd_sc_hd__dfxtp_1, 7 x sky130_fd_sc_hd__nor2_1, 5 x sky130_fd_sc_hd__inv_1. Data on the critical path is required at its endpoint by 1590 ps. The pin count of the biggest net entering global routing stands at 9. The post-detailed-placement half-perimeter wirelength stands at 578 µm.

A synthesized cell averages 8.89 µm². Once detail routing completed, the nets flagged for antenna violations numbered 0. Yosys mapped a number of flops with a built-in enable equal to 0.

The synthesized netlist contains 15 unique library cells. The layout report lists the multi-input gate area as 198 µm². Per the synth log, the flip-flop and latch total comes to 8. The post-synthesis share of cell area spent on full adders, half adders and majority gates stands at 7.22%. The number of antenna violations at the first check in global routing is 0. IR analysis of the VDD net gives a maximum drop of 584 µV. The placeable core region stands at 0.00342 mm². The area added between synthesis and finish stands at 95.3%. During I/O placement, the number of pins put on the boundary was 32. The die is 80 µm wide. The critical path starts at release_data. The die is 80 µm tall. The number of port buffers stands at 5. The worst setup path is launched from a flop.

In this run the critical register-to-register path is launched from release_data. On the final layout, the worst hold slack is 508 ps. The arrival time of data at the worst endpoint is listed as 2110 ps. The via count of the first global-routing pass was 518.

The path class of the tightest hold or removal check is flop to flop. STA classifies the critical path endpoint as a flop. The end-of-flow timing check tallies setup violations at 7. Grouping non-sequential cells by family puts the most area in simple AND/OR/NAND/NOR gates.

By area the synthesized netlist is led by sky130_fd_sc_hd__dfxtp_1 46%, sky130_fd_sc_hd__nor2_1 7.6%, sky130_fd_sc_hd__xor2_1 7.6%. The cell count after placement stands at 96. Sorting the Yosys area breakdown by cell type puts at the top sky130_fd_sc_hd__dfxtp_1. Setup repair after global routing could not meet its margin everywhere. The layout summary lists the proportion of cells stronger than drive strength 1 as 55.2%. The run finished, with violations left.

The synthesis stats list as the most numerous cell sky130_fd_sc_hd__dfxtp_1. After clock tree synthesis, the clock-pin slew on the worst setup and hold paths is 50 ps.
## final cells by class
| type | count | share of cell area [%] |
|---|---|---|
| Multi-Input combinational cell | 25 | 29.2 |
| Clock buffer | 16 | 17.6 |
| Sequential cell | 8 | 24.6 |
| Clock inverter | 2 | 3.14 |
| Tap cell | 46 | 8.50 |
| Inverter | 4 | 2.22 |
| Timing Repair Buffer | 12 | 14.8 |
## per-stage QoR
step	area, µm²	setup TNS, ps	setup slack [ps]	power, µW	util (%)
floorplan	348	-983	-189	379	-
global placement	500	-1130	-180	443	14.7
finish	677	-3000	-520	1130	19.8
global route	677	-3440	-573	1220	19.8
detailed placement	500	-1210	-187	452	14.7
CTS	648	-3130	-523	1120	19.0
## routing by layer
| layer | GRT usage [%] | routed length, µm |
|---|---|---|
| met5 | 0 | 0 |
| met1 | 3.22 | 423 |
| met4 | 3.52 | 9 |
| met2 | 3.77 | 407 |
| met3 | 5.68 | 230 |
## worst paths after layout
| check | end | slack [ps] | cells past startpoint |
|---|---|---|---|
| worst min-delay path | round_curr[0] | 510 | 2 |
| min in group clk0 | release_data | 1050 | 1 |
| worst max register to register | round_curr[2] | -520 | 4 |
| max in group clk0 | testLED[1] | 0 | 1 |
| worst min register to register | round_curr[0] | 510 | 2 |
| worst max-delay path | round_curr[2] | -520 | 4 |
## flip-flops by register name, summed over array words and instances, names as in the netlist
signal,flops
State,2
release_data,1
round_curr,5
## critical path, stage by stage (launching register included)
cell and delay [ps]:
sky130_fd_sc_hd__dfxtp_1 290, sky130_fd_sc_hd__and3b_2 210, sky130_fd_sc_hd__a211o_4 280, sky130_fd_sc_hd__clkbuf_8 150, sky130_fd_sc_hd__nor2_4 90
## placed cells by master, fill, tap and decap left out, drive strengths merged
cell and instances:
dlygate4sd2 1, xnor2 1, nor2 7, nand3 3, clkbuf 16, and3b 1
nand2 1, dfxtp 8, bufinv 1, clkdlybuf4s50 3, xor2 3, buf 8
conb 1, ha 2, inv 5, and2b 1, a21oi 3, a211o 2
## cell families after synthesis
| kind of cell | Yosys count |
|---|---|
| other | 1 |
| AND/OR/NAND/NOR | 13 |
| adder cells (fa/ha/maj) | 2 |
| buffers and inverters | 6 |
| AND-OR/OR-AND | 5 |
| XOR/XNOR | 4 |
| flip-flops | 8 |
## repair_timing
action                                  CTS  global route
endpoints found under the setup margin   10             9
pin swaps                                 3             2
setup buffers                             1             0
resized                                  12             8
## power breakdown
part           switching [µW]  leakage [µW]  internal [µW]  total [µW]
clock network             226      0.000111            467         692
logic                    67.4      0.000121           85.4         153
registers                20.4     0.0000669            260         281
Power is estimated from default activity; no workload was simulated.
