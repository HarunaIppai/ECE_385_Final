## flow/config.mk

```make
export PLATFORM = sky130hd
export DESIGN_NAME = note
export DESIGN_NICKNAME = note
export VERILOG_FILES = /design/flow/design.v
export SDC_FILE = /design/flow/constraint.sdc
export NUM_CORES = 4
export LEC_CHECK = 1
export CORE_UTILIZATION = 30
```

## flow/constraint.sdc

```tcl
current_design note

set clk_period 5.5
set clk_io_pct 0.2

create_clock -name clk0 -period $clk_period [get_ports {frame_clk}]

set non_clock_inputs [all_inputs -no_clocks]
set_input_delay [expr $clk_period * $clk_io_pct] -clock clk0 $non_clock_inputs
set_output_delay [expr $clk_period * $clk_io_pct] -clock clk0 [all_outputs]
```

## flow/design.v

```verilog
module  note ( input   logic			Reset, frame_clk,
					input   logic [7:0]  keycode_0, keycode_1,
					input	  logic [2:0]	Spawn_0,
					input	  logic [2:0]  Spawn_1,
               output  logic [9:0]  Note_1_1_Y, Note_1_2_Y, 
					output  logic [9:0]  Note_2_1_Y, Note_2_2_Y,
					output  logic [9:0]  Note_3_1_Y, Note_3_2_Y, 
					output  logic [9:0]  Note_4_1_Y, Note_4_2_Y,
					output  logic [9:0]  Note_5_1_Y, Note_5_2_Y,
					output  logic [9:0]  Stamina,
					output  logic [9:0]  Note_Update
					);
	 logic [9:0] Note_1_1_Y_Pos, Note_1_2_Y_Pos;
	 logic [9:0] Note_2_1_Y_Pos, Note_2_2_Y_Pos;
	 logic [9:0] Note_3_1_Y_Pos, Note_3_2_Y_Pos;
	 logic [9:0] Note_4_1_Y_Pos, Note_4_2_Y_Pos;
	 logic [9:0] Note_5_1_Y_Pos, Note_5_2_Y_Pos;
	 logic [4:0] Key_Pressed_0, Key_Pressed_1; 
	 logic		 SpawnState;
	 logic		 SpawnPending;
	 assign SpawnPending = Spawn_0[0] | Spawn_0[1] | Spawn_0[2] | Spawn_1[0] | Spawn_1[1] | Spawn_1[2];  
	 parameter [9:0] Spawn_Y = 80;
    parameter [9:0] Note_Y_Max=520;      
    parameter [9:0] Note_Y_Step=3;       
    always_ff @ (posedge Reset or posedge frame_clk )
    begin: Move_Ball
        if (Reset)   
			begin 
				Note_1_1_Y_Pos <= Spawn_Y;
				Note_1_2_Y_Pos <= Spawn_Y;
				Note_2_1_Y_Pos <= Spawn_Y;
				Note_2_2_Y_Pos <= Spawn_Y;
				Note_3_1_Y_Pos <= Spawn_Y;
				Note_3_2_Y_Pos <= Spawn_Y;
				Note_4_1_Y_Pos <= Spawn_Y;
				Note_4_2_Y_Pos <= Spawn_Y;
				Note_5_1_Y_Pos <= Spawn_Y;
				Note_5_2_Y_Pos <= Spawn_Y;
				Note_Update <= 10'b0000000000;
				Key_Pressed_0 <= 5'b00000;
				Key_Pressed_1 <= 5'b00000;
				SpawnState <= 1'b0;
				Stamina <= 10'b1111111111;
			end
        else 
			begin 
				if (!SpawnPending) begin  
					SpawnState <= 0;
				end
				else if (!SpawnState) begin  
					SpawnState <= 1;  
						unique case (Spawn_0)
							3'b001 : begin
								if (!Note_Update[0]) begin
									Note_Update[0] <= 1;
									Note_1_1_Y_Pos <= Spawn_Y;
								end
								else if (Note_Update[0] && !Note_Update[1]) begin
									Note_Update[1] <= 1;
									Note_1_2_Y_Pos <= Spawn_Y;
								end
							end
							3'b010 : begin
								if (!Note_Update[2]) begin
									Note_Update[2] <= 1;
									Note_2_1_Y_Pos <= Spawn_Y;
								end
								else if (Note_Update[2] && !Note_Update[3]) begin
									Note_Update[3] <= 1;
									Note_2_2_Y_Pos <= Spawn_Y;
								end
							end
							3'b011 : begin
								if (!Note_Update[4]) begin
									Note_Update[4] <= 1;
									Note_3_1_Y_Pos <= Spawn_Y;
								end
								else if (Note_Update[4] && !Note_Update[5]) begin
									Note_Update[5] <= 1;
									Note_3_2_Y_Pos <= Spawn_Y;
								end
							end
							3'b100 : begin
								if (!Note_Update[6]) begin
									Note_Update[6] <= 1;
									Note_4_1_Y_Pos <= Spawn_Y;
								end
								else if (Note_Update[6] && !Note_Update[7]) begin
									Note_Update[7] <= 1;
									Note_4_2_Y_Pos <= Spawn_Y;
								end
							end
							3'b101 : begin
								if (!Note_Update[8]) begin
									Note_Update[8] <= 1;
									Note_5_1_Y_Pos <= Spawn_Y;
								end
								else if (Note_Update[8] && !Note_Update[9]) begin
									Note_Update[9] <= 1;
									Note_5_2_Y_Pos <= Spawn_Y;
								end
							end
							default : begin
							end
						endcase
						unique case (Spawn_1)
							3'b001 : begin
								if (!Note_Update[0]) begin
									Note_Update[0] <= 1;
									Note_1_1_Y_Pos <= Spawn_Y;
								end
								else if (Note_Update[0] && !Note_Update[1]) begin
									Note_Update[1] <= 1;
									Note_1_2_Y_Pos <= Spawn_Y;
								end
							end
							3'b010 : begin
								if (!Note_Update[2]) begin
									Note_Update[2] <= 1;
									Note_2_1_Y_Pos <= Spawn_Y;
								end
								else if (Note_Update[2] && !Note_Update[3]) begin
									Note_Update[3] <= 1;
									Note_2_2_Y_Pos <= Spawn_Y;
								end
							end
							3'b011 : begin
								if (!Note_Update[4]) begin
									Note_Update[4] <= 1;
									Note_3_1_Y_Pos <= Spawn_Y;
								end
								else if (Note_Update[4] && !Note_Update[5]) begin
									Note_Update[5] <= 1;
									Note_3_2_Y_Pos <= Spawn_Y;
								end
							end
							3'b100 : begin
								if (!Note_Update[6]) begin
									Note_Update[6] <= 1;
									Note_4_1_Y_Pos <= Spawn_Y;
								end
								else if (Note_Update[6] && !Note_Update[7]) begin
									Note_Update[7] <= 1;
									Note_4_2_Y_Pos <= Spawn_Y;
								end
							end
							3'b101 : begin
								if (!Note_Update[8]) begin
									Note_Update[8] <= 1;
									Note_5_1_Y_Pos <= Spawn_Y;
								end
								else if (Note_Update[8] && !Note_Update[9]) begin
									Note_Update[9] <= 1;
									Note_5_2_Y_Pos <= Spawn_Y;
								end
							end
							default : begin
							end
						endcase
				end
				 Key_Pressed_0 <= Key_Pressed_0;
				 Key_Pressed_1 <= Key_Pressed_1;
				 Note_1_1_Y_Pos <= Note_1_1_Y_Pos;
				 Note_1_2_Y_Pos <= Note_1_2_Y_Pos;
				 Note_2_1_Y_Pos <= Note_2_1_Y_Pos;
				 Note_2_2_Y_Pos <= Note_2_2_Y_Pos;
				 Note_3_1_Y_Pos <= Note_3_1_Y_Pos;
			  	 Note_3_2_Y_Pos <= Note_3_2_Y_Pos;
				 Note_4_1_Y_Pos <= Note_4_1_Y_Pos;
				 Note_4_2_Y_Pos <= Note_4_2_Y_Pos;
				 Note_5_1_Y_Pos <= Note_5_1_Y_Pos;
				 Note_5_2_Y_Pos <= Note_5_2_Y_Pos;
				 if (Note_1_1_Y_Pos - 10'd46 >= 479) begin
					Note_1_1_Y_Pos <= Note_1_2_Y_Pos;
					Note_1_2_Y_Pos <= Spawn_Y;  
					Note_Update[0] <= Note_Update[1];
					Note_Update[1] <= 0;
					Key_Pressed_0[0] <= 1;
					Stamina <= {1'b0, Stamina[9:1]};
				 end
				 if (Note_2_1_Y_Pos - 10'd46 >= 479) begin
					Note_2_1_Y_Pos <= Note_2_2_Y_Pos;
					Note_2_2_Y_Pos <= Spawn_Y;  
					Note_Update[2] <= Note_Update[3];
					Note_Update[3] <= 0;
					Key_Pressed_0[1] <= 1;
					Stamina <= {1'b0, Stamina[9:1]};
				 end
				 if (Note_3_1_Y_Pos - 10'd46 >= 479) begin
					Note_3_1_Y_Pos <= Note_3_2_Y_Pos;
					Note_3_2_Y_Pos <= Spawn_Y;  
					Note_Update[4] <= Note_Update[5];
					Note_Update[5] <= 0;
					Key_Pressed_0[2] <= 1;
					Stamina <= {1'b0, Stamina[9:1]};
				 end
				 if (Note_4_1_Y_Pos - 10'd46 >= 479) begin
					Note_4_1_Y_Pos <= Note_4_2_Y_Pos;
					Note_4_2_Y_Pos <= Spawn_Y;  
					Note_Update[6] <= Note_Update[7];
					Note_Update[7] <= 0;
					Key_Pressed_0[3] <= 1;
					Stamina <= {1'b0, Stamina[9:1]};
				 end
				 if (Note_5_1_Y_Pos - 10'd46 >= 479) begin
					Note_5_1_Y_Pos <= Note_5_2_Y_Pos;
					Note_5_2_Y_Pos <= Spawn_Y;  
					Note_Update[8] <= Note_Update[9];
					Note_Update[9] <= 0;
					Key_Pressed_0[4] <= 1;
					Stamina <= {1'b0, Stamina[9:1]};
				 end
				 if (Note_Update[0] && keycode_0 != 8'h07) begin
					Note_1_1_Y_Pos <= (Note_Y_Step + Note_1_1_Y_Pos);
				 end
				 else
					Note_1_1_Y_Pos <= Spawn_Y;
				 if (Note_Update[1] && keycode_0 != 8'h07) begin
					Note_1_2_Y_Pos <= (Note_Y_Step + Note_1_2_Y_Pos);
				 end
				 else
					Note_1_2_Y_Pos <= Spawn_Y;
				 if (Note_Update[2] && keycode_0 != 8'h09) begin
					Note_2_1_Y_Pos <= (Note_Y_Step + Note_2_1_Y_Pos);
				 end
				 else
					Note_2_1_Y_Pos <= Spawn_Y;
				 if (Note_Update[3] && keycode_0 != 8'h09) begin
					Note_2_2_Y_Pos <= (Note_Y_Step + Note_2_2_Y_Pos);
				 end
				 else
					Note_2_2_Y_Pos <= Spawn_Y;
				 if (Note_Update[4] && keycode_0 != 8'h2c) begin
					Note_3_1_Y_Pos <= (Note_Y_Step + Note_3_1_Y_Pos);
				 end
				 else
					Note_3_1_Y_Pos <= Spawn_Y;
				 if (Note_Update[5] && keycode_0 != 8'h2c) begin
					Note_3_2_Y_Pos <= (Note_Y_Step + Note_3_2_Y_Pos);
				 end
				 else
					Note_3_2_Y_Pos <= Spawn_Y;
				 if (Note_Update[6] && keycode_0 != 8'h0d) begin
					Note_4_1_Y_Pos <= (Note_Y_Step + Note_4_1_Y_Pos);
				 end
				 else
					Note_4_1_Y_Pos <= Spawn_Y;
				 if (Note_Update[7] && keycode_0 != 8'h0d) begin
					Note_4_2_Y_Pos <= (Note_Y_Step + Note_4_2_Y_Pos);
				 end
				 else
					Note_4_2_Y_Pos <= Spawn_Y;
				 if (Note_Update[8] && keycode_0 != 8'h0e) begin
					Note_5_1_Y_Pos <= (Note_Y_Step + Note_5_1_Y_Pos);
				 end
				 else
					Note_5_1_Y_Pos <= Spawn_Y;
				 if (Note_Update[9] && keycode_0 != 8'h0e) begin
					Note_5_2_Y_Pos <= (Note_Y_Step + Note_5_2_Y_Pos);
				 end
				 else
					Note_5_2_Y_Pos <= Spawn_Y;
				 case (keycode_0)
					8'h07 : begin  
								if (!Key_Pressed_0[0]) begin  
									Note_1_1_Y_Pos <= Note_1_2_Y_Pos;
									Note_1_2_Y_Pos <= Spawn_Y;  
									Note_Update[0] <= Note_Update[1];
									Note_Update[1] <= 0;
									Key_Pressed_0[0] <= 1;
								end
							  end
					8'h09 : begin
								if (!Key_Pressed_0[1]) begin  
									Note_2_1_Y_Pos <= Note_2_2_Y_Pos;
									Note_2_2_Y_Pos <= Spawn_Y;  
									Note_Update[2] <= Note_Update[3];
									Note_Update[3] <= 0;
									Key_Pressed_0[1] <= 1;
								end
							  end
					8'h2c : begin
								if (!Key_Pressed_0[2]) begin  
									Note_3_1_Y_Pos <= Note_3_2_Y_Pos;
									Note_3_2_Y_Pos <= Spawn_Y;  
									Note_Update[4] <= Note_Update[5];
									Note_Update[5] <= 0;
									Key_Pressed_0[2] <= 1;
								end
							  end
					8'h0d : begin
								if (!Key_Pressed_0[3]) begin  
									Note_4_1_Y_Pos <= Note_4_2_Y_Pos;
									Note_4_2_Y_Pos <= Spawn_Y;  
									Note_Update[6] <= Note_Update[7];
									Note_Update[7] <= 0;
									Key_Pressed_0[3] <= 1;
								end
							  end	
					8'h0e : begin
								if (!Key_Pressed_0[4]) begin  
									Note_5_1_Y_Pos <= Note_5_2_Y_Pos;
									Note_5_2_Y_Pos <= Spawn_Y;  
									Note_Update[8] <= Note_Update[9];
									Note_Update[9] <= 0;
									Key_Pressed_0[4] <= 1;
								end
							  end		 
					default: begin
									Key_Pressed_0 <= 5'b0;
								end
				 endcase
				 case (keycode_1)
					8'h07 : begin  
								if (!Key_Pressed_1[0]) begin  
									Note_1_1_Y_Pos <= Note_1_2_Y_Pos;
									Note_1_2_Y_Pos <= Spawn_Y;  
									Note_Update[0] <= Note_Update[1];
									Note_Update[1] <= 0;
									Key_Pressed_1[0] <= 1;
								end
							  end
					8'h09 : begin
								if (!Key_Pressed_1[1]) begin  
									Note_2_1_Y_Pos <= Note_2_2_Y_Pos;
									Note_2_2_Y_Pos <= Spawn_Y;  
									Note_Update[2] <= Note_Update[3];
									Note_Update[3] <= 0;
									Key_Pressed_1[1] <= 1;
								end
							  end
					8'h2c : begin
								if (!Key_Pressed_1[2]) begin  
									Note_3_1_Y_Pos <= Note_3_2_Y_Pos;
									Note_3_2_Y_Pos <= Spawn_Y;  
									Note_Update[4] <= Note_Update[5];
									Note_Update[5] <= 0;
									Key_Pressed_1[2] <= 1;
								end
							  end
					8'h0d : begin
								if (!Key_Pressed_1[3]) begin  
									Note_4_1_Y_Pos <= Note_4_2_Y_Pos;
									Note_4_2_Y_Pos <= Spawn_Y;  
									Note_Update[6] <= Note_Update[7];
									Note_Update[7] <= 0;
									Key_Pressed_1[3] <= 1;
								end
							  end	
					8'h0e : begin
								if (!Key_Pressed_1[4]) begin  
									Note_5_1_Y_Pos <= Note_5_2_Y_Pos;
									Note_5_2_Y_Pos <= Spawn_Y;  
									Note_Update[8] <= Note_Update[9];
									Note_Update[9] <= 0;
									Key_Pressed_1[4] <= 1;
								end
							  end		 
					default: begin
									Key_Pressed_1 <= 5'b0;
								end
				 endcase
		end  
    end
    assign Note_1_1_Y = Note_1_1_Y_Pos;
    assign Note_1_2_Y = Note_1_2_Y_Pos;
    assign Note_2_1_Y = Note_2_1_Y_Pos;
    assign Note_2_2_Y = Note_2_2_Y_Pos;
	 assign Note_3_1_Y = Note_3_1_Y_Pos;
    assign Note_3_2_Y = Note_3_2_Y_Pos;
    assign Note_4_1_Y = Note_4_1_Y_Pos;
    assign Note_4_2_Y = Note_4_2_Y_Pos;
    assign Note_5_1_Y = Note_5_1_Y_Pos;
    assign Note_5_2_Y = Note_5_2_Y_Pos;
endmodule
```

## flow/run.sh

```bash
#!/bin/bash
# OpenROAD 26Q1-2900-gdf79404cd8, Yosys 0.63+post, stock flow scripts
make -C /OpenROAD-flow-scripts/flow DESIGN_CONFIG=/design/flow/config.mk WORK_HOME=/design/flow/orfs finish
```

==> Changelog: implementation <==
### Implementation results

* Setup crit start kind: input port
* Clk latency of the worst-skew pair at approximately 420 ps
* Largest net degree at the start of global routing at 56
* Maximum VDD drop at 0.174 mV
* Clock-pin slew on the worst setup and hold paths at 60 ps
* Syn Area/Cell at 9.43 µm²
* # IOs at about 140
* CTS Hold Bufs at 0
* IO buf count at 143
* Synth Flop Type: dfrtp_1
* RSZ-0062 raised after global routing: no
* Slew Viols, Final at 0
* Residual DRC at 0
* Area grow syn2layout at 34.0%
* Final setup TNS at 0 ps
* Final setup violating endpoints at 0
* Worst-path fanout max at 12
* Flops after synth at 131
* Gates resized, CTS repair at 0
* Final Hold Vio Count at 0
* Slew headroom at 0.488
* Die height at 155 µm
* OpenROAD warnings at 35
* Via count of the routed design at 5,717
* CP endpoint kind: flop
* Yosys warns at 1
* DIE WIDTH at 155 µm
* TritonCTS buffer count at 17
* Final Wtd Congestion at ~0.83
* Cycle use final at 0.592
* Final ANT Viol Nets at 0
* Share of layout cells above drive strength 1 at 0.0979
* First-pass GRT wire length at 29,200 µm
* FF/Latch Area at between 3000 and 4000 µm²
* Skew final at 9.79 ps
* Final WL at 17,500 µm
* Root Buffer Master: clkbuf_16
* Vias in the first global route at around 5,500
* Setup bufs post-CTS at 0
* Post-synth ARST share at 1.00
* Synth area leader: dfrtp_1
* Critical path arrival at 3550 ps
* Ranking of synthesized cells by instance count: dfrtp_1 (101), nor2_1 (88), nand2_1 (83)
* Fill cells at 2,191
* Diode count at 0
* Crit path DRT at 5800 ps
* Initial Util at 0.308
* Top-count cell post-synth: dfrtp_1
* Hold Crit Class: reg -> reg
* Synthesis area per yosys at 7020 µm²
* Area share, top type at 0.360
* MaxCap Viol Count at 0
* CTS tree: built
* Clock buffer depth at 2
* Period minus WS final at roughly 3300 ps
* DR WL/cell at about 14 µm
* Status: finished, final reports clean
* Sequential area share after synthesis at 0.472
* Drt pass-1 iters at 4
* Detailed Place HPWL at 12,800 µm
* Measured slew at the worst slew-check pin at 762 ps
* Post-synth cell types at roughly 53
* Comb area at 3460 µm²
* Global route total overflow at 0
* # rows at 55
* Antenna violations before repair at 0
* Cell total in the yosys stat output at 744
* H-tree depth at 4
* Placeable Area at 22,800 µm²
* CTS sink cnt at 131
* Vias/cell at 4.68
* Die area at 24,000 µm²
* Area of the mapped netlist at 7020 µm²
* Post-Syn Instances at between 700 and 800
* Critical path type: in -> reg
* Pwr Total at 2.48 mW
* FMAX at 307 MHz
* Post-synth EDFFs at 0
* First DRT Iteration DRCs at 161
* Biggest area cells: dfrtp_1 (36%), dfstp_2 (11%), xor2_1 (5.5%)
* Leak at 3.85 nW
* All-Layer GR Usage at 0.155
* Pwr dens at 264 nW/µm²
-- logic make-up (layout without fill, tap and decap cells) --
logic type | Yosys count | after routing | share of synthesized area
compound gates | 141 | 141 | 0.130
mux | 9 | 9 | 0.0144
xor+xnor | 86 | 86 | 0.107
simple gates | 291 | 291 | 0.197
buf+inv | 61 | 226 | 0.0342
flops | 131 | 131 | 0.472
fa+ha+maj | 25 | 25 | 0.0446
-- power breakdown --
group	total (mW)	internal, mW	switching, mW	leakage, nW
combinational	0.282	0.153	0.129	1.88
clock	1.12	0.672	0.449	0.274
sequential	1.08	1.01	0.0719	1.70
-- layout make-up --
cell class | instances | area share
flip-flops and latches | 131 | 0.353
repair buffers | 149 | 0.157
clock inverters | 14 | 0.0162
clock buffers | 18 | 0.0456
well taps | 313 | 0.0417
inverters | 45 | 0.0185
multi-input cells | 552 | 0.368
-- layer usage --
layer	part of all wire	wire, µm	global-route usage	vias up
met4	0.010	179	0.0160	0
met5	0	0	0	-
met1	0.48	8450	0.235	2719
met3	0.039	685	0.0318	9
li1	-	-	-	2884
met2	0.47	8230	0.243	105
-- registers in the layout (all words and copies together), names as in the netlist --
signal / count
Note_1_2_Y_Pos: 10
Note_2_1_Y_Pos: 10
Key_Pressed_1: 5
Note_3_2_Y_Pos: 10
Note_5_2_Y_Pos: 10
Note_4_1_Y_Pos: 10
Note_4_2_Y_Pos: 10
SpawnState: 1
Note_5_1_Y_Pos: 10
Note_1_1_Y_Pos: 10
Key_Pressed_0: 5
Stamina: 10
Note_2_2_Y_Pos: 10
Note_Update: 10
Note_3_1_Y_Pos: 10
-- path summary, 6_finish.rpt --
path / start / end / slack [ps] / cells past startpoint
setup / recovery: keycode_1[5] / Note_Update[2]$_DFF_PP0_ / 2240 / 7
hold / removal: Key_Pressed_1[0]$_DFFE_PP0N_ / Key_Pressed_1[0]$_DFFE_PP0N_ / 490 / 2
setup reg to reg: Note_3_1_Y_Pos[2]$_DFF_PP0_ / Stamina[2]$_DFFE_PP1P_ / 2790 / 8
hold reg to reg: Key_Pressed_1[0]$_DFFE_PP0N_ / Key_Pressed_1[0]$_DFFE_PP0N_ / 490 / 2
max in group asynchronous: Reset / Stamina[4]$_DFFE_PP1P_ / 3450 / 3
min in group asynchronous: Reset / SpawnState$_DFF_PP0_ / 1120 / 2
-- stage by stage --
step	area [µm²]	util	instances	setup slack, ps	hold WS (ps)
2_1_floorplan	7020	-	744	952	439
3_3_place_gp	8820	0.387	1190	1830	479
3_5_place_dp	8820	0.387	1190	1800	482
4_1_cts	9400	0.413	1222	2250	495
5_1_grt	9400	0.413	1222	2040	520
6_report	9400	0.413	1222	2240	488
-- critical path, cell delays in order --
cell             delay, ps
clkdlybuf4s50_1        420
nor4_1                 690
or3b_2                 550
nor2_1                 200
a21o_1                 330
or2_2                  180
o21ai_0                 80
-- cell usage in the layout, fill, tap and decap left out, types with 4 or more instances in the layout --
master / count
nor2b_1: 10
xor2_1: 44
clkinvlp_4: 4
inv_6: 5
nor3b_1: 7
nor2_1: 88
nor3_1: 13
mux2_2: 9
a32oi_1: 9
ha_1: 25
a21oi_1: 24
dfstp_2: 30
nand4_1: 11
nand2_1: 83
o2111ai_1: 5
inv_1: 44
o31a_1: 7
buf_4: 6
dfrtp_1: 101
o21ai_0: 60
nand3_1: 36
xnor2_1: 42
clkbuf_16: 17
and3_1: 17
o31ai_1: 4
a21o_1: 7
nand3b_1: 7
clkdlybuf4s50_1: 143
Power and IR drop assume default switching activity.
