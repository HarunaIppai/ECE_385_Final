==> flow/design.v <==
module  color_mapper ( 
		input  logic [9:0]  Note_1_1_Y, Note_1_2_Y, 
		input  logic [9:0]  Note_2_1_Y, Note_2_2_Y,
		input  logic [9:0]  Note_3_1_Y, Note_3_2_Y, 
		input  logic [9:0]  Note_4_1_Y, Note_4_2_Y,
		input  logic [9:0]  Note_5_1_Y, Note_5_2_Y,
 		input  logic [9:0]  DrawX, DrawY, Note_ON,
      output logic [7:0]  Red, Green, Blue );
    logic note_on;
    int DistX_1_1, DistX_1_2;
	 int DistX_2_1, DistX_2_2;
	 int DistX_3_1, DistX_3_2;
	 int DistX_4_1, DistX_4_2;
	 int DistX_5_1, DistX_5_2;
	 int DistY_1_1, DistY_1_2;
	 int DistY_2_1, DistY_2_2;
	 int DistY_3_1, DistY_3_2;
	 int DistY_4_1, DistY_4_2;
	 int DistY_5_1, DistY_5_2;
	 int Sizesq;
	 assign DistX_1_1 = DrawX - 90;
	 assign DistX_2_1 = DrawX - 205;
	 assign DistX_3_1 = DrawX - 320;
	 assign DistX_4_1 = DrawX - 435;
	 assign DistX_5_1 = DrawX - 550;
	 assign DistX_1_2 = DrawX - 90;
	 assign DistX_2_2 = DrawX - 205;
	 assign DistX_3_2 = DrawX - 320;
	 assign DistX_4_2 = DrawX - 435;
	 assign DistX_5_2 = DrawX - 550;
    assign DistY_1_1 = DrawY - Note_1_1_Y;
	 assign DistY_1_2 = DrawY - Note_1_2_Y;
	 assign DistY_2_1 = DrawY - Note_2_1_Y;
	 assign DistY_2_2 = DrawY - Note_2_2_Y;
	 assign DistY_3_1 = DrawY - Note_3_1_Y;
	 assign DistY_3_2 = DrawY - Note_3_2_Y;
	 assign DistY_4_1 = DrawY - Note_4_1_Y;
	 assign DistY_4_2 = DrawY - Note_4_2_Y;
	 assign DistY_5_1 = DrawY - Note_5_1_Y;
	 assign DistY_5_2 = DrawY - Note_5_2_Y;
	 assign Sizesq = 2116;
    always_comb
    begin:Ball_on_proc
			note_on = 1'b0;
			if(Note_ON[0]) begin
				if ((DistX_1_1 * DistX_1_1) <= (Sizesq) && (DistY_1_1 * DistY_1_1) <= (Sizesq)) 
					note_on = 1'b1;
			end
			if(Note_ON[1]) begin
				if ((DistX_1_2 * DistX_1_2) <= (Sizesq) && (DistY_1_2 * DistY_1_2) <= (Sizesq)) 
					note_on = 1'b1;
			end
			if(Note_ON[2]) begin
				if ((DistX_2_1 * DistX_2_1) <= (Sizesq) && (DistY_2_1 * DistY_2_1) <= (Sizesq)) 
					note_on = 1'b1;
			end
			if(Note_ON[3]) begin
				if ((DistX_2_2 * DistX_2_2) <= (Sizesq) && (DistY_2_2 * DistY_2_2) <= (Sizesq)) 
					note_on = 1'b1;
			end
			if(Note_ON[4]) begin
				if ((DistX_3_1 * DistX_3_1) <= (Sizesq) && (DistY_3_1 * DistY_3_1) <= (Sizesq)) 
					note_on = 1'b1;
			end
			if(Note_ON[5]) begin
				if ((DistX_3_2 * DistX_3_2) <= (Sizesq) && (DistY_3_2 * DistY_3_2) <= (Sizesq)) 
					note_on = 1'b1;
			end
			if(Note_ON[6]) begin
				if ((DistX_4_1 * DistX_4_1) <= (Sizesq) && (DistY_4_1 * DistY_4_1) <= (Sizesq)) 
					note_on = 1'b1;
			end
			if(Note_ON[7]) begin
				if ((DistX_4_2 * DistX_4_2) <= (Sizesq) && (DistY_4_2 * DistY_4_2) <= (Sizesq)) 
					note_on = 1'b1;
			end
			if(Note_ON[8]) begin
				if ((DistX_5_1 * DistX_5_1) <= (Sizesq) && (DistY_5_1 * DistY_5_1) <= (Sizesq)) 
					note_on = 1'b1;
			end
			if(Note_ON[9]) begin
				if ((DistX_5_2 * DistX_5_2) <= (Sizesq) && (DistY_5_2 * DistY_5_2) <= (Sizesq)) 
					note_on = 1'b1;
			end
     end 
    always_comb
    begin:RGB_Display
		  if (DrawX > 44 && DrawX < 136 && DrawY > 308 && DrawY < 400)
		  begin
				if(DrawX > 50 && DrawX < 130 && DrawY > 314 && DrawY <394) begin
					Red = 8'h00;
					Green = 8'h99;
					Blue = 8'h99;
				end
				else begin
					Red = 8'h00;
					Green = 8'hcc;
					Blue = 8'hcc;
				end
		  end
		  else if (DrawX > 159 && DrawX < 251 && DrawY > 308 && DrawY < 400)
		  begin
				if(DrawX > 165 && DrawX < 245 && DrawY > 314 && DrawY <394) begin
					Red = 8'h99;
					Green = 8'h44;
					Blue = 8'h44;
				end
				else begin
					Red = 8'hcc;
					Green = 8'h66;
					Blue = 8'h66;
				end
		  end
		  else if (DrawX > 274 && DrawX < 366 && DrawY > 308 && DrawY < 400)
		  begin
				if(DrawX > 280 && DrawX < 360 && DrawY > 314 && DrawY <394) begin
					Red = 8'h99;
					Green = 8'h99;
					Blue = 8'h00;
				end
				else begin
					Red = 8'hcc;
					Green = 8'hcc;
					Blue = 8'h00;
				end
		  end
		  else if (DrawX > 389 && DrawX < 481 && DrawY > 308 && DrawY < 400)
		  begin
				if(DrawX > 395 && DrawX < 475 && DrawY > 314 && DrawY <394) begin
					Red = 8'h99;
					Green = 8'h00;
					Blue = 8'h99;
				end
				else begin
					Red = 8'hcc;
					Green = 8'h00;
					Blue = 8'hcc;
				end
		  end
		  else if (DrawX > 504 && DrawX < 596 && DrawY > 308 && DrawY < 400)
		  begin
				if(DrawX > 510 && DrawX < 590 && DrawY > 314 && DrawY <394) begin
					Red = 8'h44;
					Green = 8'h99;
					Blue = 8'h44;
				end
				else begin
					Red = 8'h66;
					Green = 8'hcc;
					Blue = 8'h66;
				end
		  end
		  else 
        begin 
            Red = 8'h00; 
            Green = 8'h00;
            Blue = 8'h7f - DrawX[9:3];
        end  
		  if ((note_on == 1'b1)) 
        begin 
            Red = 8'hee;
            Green = 8'h99;
            Blue = 8'h99;
        end
    end 
endmodule
==> flow/run.sh <==
#!/bin/bash
# OpenROAD 26Q1-2900-gdf79404cd8, Yosys 0.63+post, stock flow scripts
make -C /OpenROAD-flow-scripts/flow DESIGN_CONFIG=/design/flow/config.mk WORK_HOME=/design/flow/orfs finish
==> flow/config.mk <==
export PLATFORM = sky130hd
export DESIGN_NAME = color_mapper
export DESIGN_NICKNAME = color_mapper
export VERILOG_FILES = /design/flow/design.v
export SDC_FILE = /design/flow/constraint.sdc
export NUM_CORES = 4
export LEC_CHECK = 1
export CORE_UTILIZATION = 30
==> flow/constraint.sdc <==
current_design color_mapper

set clk_period 16.6
set clk_io_pct 0.2

create_clock -name clk0 -period $clk_period

set non_clock_inputs [all_inputs -no_clocks]
set_input_delay [expr $clk_period * $clk_io_pct] -clock clk0 $non_clock_inputs
set_output_delay [expr $clk_period * $clk_io_pct] -clock clk0 [all_outputs]
==> out/results.tsv <==
stage	metric	value	unit
sta	fmax	62.1	MHz
synth	Synth Instances	8241	
drt	DRT antenna net count	0	
global_route	met2 Use GR	0.245	
placement	global placer's final weighted congestion	0.952	
synth	Post-Syn Area	0.0696	mm^2
setup_path	CP max-delay cell	fa_1	
setup_path	crit-path max cell delay	0.55	ns
finish	clk_buf instances	0	
sta	Max Slew Vio Count	0	
global_route	GR Util met1	0.214	
pwr	Final Power	0.0447	W
sta	Tmin final	16.10	ns
global_route	GRT Resource Usage Total	0.154	
setup_path	crit path buf inv count	10	
placement	I/O Buffers	154	
drt	Iteration-0 DRC Markers	2376	
setup_path	crit path DAT	12.78	ns
synth	Unique cell types	94	
finish	Top cells excl fill/tap	inv_1, fa_1, ha_1	
sta	Slew HR	0.283	
run	number of max-cap violations	0	
finish	fin util	0.328	
pwr	PwrDens	592	mW/mm^2
setup_path	Setup CP Type	in2out	
finish	FFs & Latches	0	
global_route	vias in the first global route	56500	
sta	Final Hold Violating Endpoints	0	
sta	crit share post-route	0.970	
setup_path	Req. time, crit path	13.28	ns
synth	Yosys chip area	0.0696	mm^2
floorplanning	Die Ht	484	um
setup_path	CP dominant cell by count	fa_1	
sta	count of final setup violators	0	
finish	fillers	23400	
drt	vias	52700	
drt	Routed WL per cell	14.3	um
global_route	first-pass GRT wire length	282	mm
hold_path	hold path endpoint	Blue[2]	
global_route	GRT Max-Usage Layer	met2	
floorplanning	total die size	0.234	mm^2
setup_path	CP max FO	12	
finish	synthesis-to-layout area growth	8.58	%
drt	Residual DRC	0	
drt	DR pass1 iterations	5	
pwr	VDD IR-drop max	0.526	mV
floorplanning	Core Box Area	0.230	mm^2
global_route	M3 GR Usage	0.0388	
hold_path	worst hold path type	in2out	
pwr	Psw	0.0251	W
finish	ratio of cells with drive above 1 in the final layout	0.0337	
synth	Yosys Warn Count	1	
setup_path	Worst Setup End Kind	output port	
pwr	Switching Fraction	0.562	
status	outcome	finished, final reports clean	
drt	Vias/cell	4.61	
floorplanning	num rows	176	
placement	dpl hpwl	145	mm
run	OpenROAD warnings	107	
global_route	initial antenna violation count	12	
sta	slew of the pin with the lowest slew margin	1.07	ns
finish	FF+latch area	0	um^2
synth	Top cells by area	fa_1, ha_1, inv_1	
floorplanning	io pins	154	
synth	post-synth top area share	0.450	
pwr	leakage	38.6	nW
setup_path	crit path launch type	input port	
global_route	Overflow after GRT	0	
cts	hold buffer count at CTS	0	
pwr	internal power	0.0196	W
drt	Routed WL	163	mm
synth	area leader, netlist	fa_1	
setup_path	CP top delay family	adder cells	
global_route	largest net degree at the start of global routing	37	
synth	syn_area_per_cell	8.44	um^2
synth	part of the Yosys area used for sequential elements	0	
finish	Commonest Layout Cell	inv_1	
hold_path	worst hold stages	6	
hold_path	hold path start	DrawX[5]	
floorplanning	fp_density	0.302	
synth	yosys cell count	8241	
floorplanning	die width	484	um
what timing repair did:
item | CTS | global route
endpoints found under the setup margin | 0 | 24
resized | 0 | 64
setup buffers | 0 | 5
hold endpoints to repair | 0 | 0
layout make-up:
cell class                 count  area (um^2)  area share
tap                         3026         3790      0.0501
antenna                        5         12.5    0.000166
multi-input combinational   5729        60300       0.798
timing repair buffer         289         2520      0.0334
inverter                    2380         8960       0.119
worst max path at each step:
stage	slack, ns	to	start	depth (start not counted)
6_report	0.50	Red[7]	DrawY[0]	37
4_1_cts	0.02	Red[7]	DrawY[0]	37
5_1_grt	-0.02	Red[7]	DrawY[0]	36
power by group through the flow:
stage | registers (W) | logic, W | clock network, W
4_1_cts | 0 | 0.0446 | 0
5_1_grt | 0 | 0.0514 | 0.00000000000819
routing by layer:
metal / vias up / share of wire
li1: 25500 / -
met1: 25900 / 0.44
met2: 1143 / 0.46
met3: 166 / 0.067
met4: 22 / 0.031
met5: - / 0.00075
synthesized netlist by cell type (38+ instances only):
library cell and number:
nor3_1 141, nor2_1 761, inv_1 2330, nand3_1 124, a21boi_0 43, a31oi_1 38, a211oi_1 44, o21ai_0 227
a21o_1 92, nor2b_1 39, clkbuf_1 112, a21oi_1 267, o21a_1 52, clkinv_1 44, xnor2_1 242, xor2_1 79
fa_1 1564, ha_1 781, nand2_1 558, nand2b_1 69, and2_1 38
per-stage QoR:
stage | area (um^2) | hold WS [ns] | instances | setup WS [ns] | setup TNS, ns
after floorplan | 69600 | 6.96 | 8241 | 2.02 | 0
after global placement | 75300 | 7.95 | 11400 | -0.0180 | -0.109
after detailed placement | 75300 | 7.96 | 11400 | 0.0506 | 0
after CTS | 75300 | 7.96 | 11400 | 0.0161 | 0
after global routing | 75500 | 8.06 | 11400 | -0.0168 | -0.0277
final | 75600 | 7.95 | 11400 | 0.503 | 0
cell families after synthesis:
kind of cell | count (synthesis) | synth area share
buffers and inverters | 2512 | 0.136
adder cells (fa/ha/maj) | 2345 | 0.590
AND/OR/NAND/NOR | 1961 | 0.126
AND-OR/OR-AND | 1061 | 0.100
XOR/XNOR | 321 | 0.0404
multiplexers | 41 | 0.00615
tightest hold or removal path, stage by stage:
cell             delay (ns)
buf_2                  0.23
buf_4                  0.25
nand2_1                0.08
a21oi_1                0.07
nor4_1                 0.16
clkdlybuf4s50_1        0.51
Power figures rest on the tool's default switching activity, not on a simulated workload.
